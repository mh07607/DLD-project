==> flow/design.v <==
`timescale 1ns / 1ps
module v_counter(clk,enable_v,v_count);
    input clk;
    input enable_v;
    output [9:0] v_count;
    reg [9:0] v_count;
    initial begin
        v_count = 0;
    end
    always @ (posedge clk)
    begin
        if (enable_v & (v_count < 524))
        begin 
            v_count <= v_count + 1;    
        end
        else if (enable_v)
        begin
            v_count <= 0;        
        end
    end
endmodule
==> flow/run.sh <==
#!/bin/bash
# OpenROAD 26Q1-2900-gdf79404cd8, Yosys 0.63+post, stock flow scripts
make -C /OpenROAD-flow-scripts/flow DESIGN_CONFIG=/design/flow/config.mk WORK_HOME=/design/flow/orfs finish
==> flow/config.mk <==
export PLATFORM = sky130hd
export DESIGN_NAME = v_counter
export DESIGN_NICKNAME = v_counter
export VERILOG_FILES = /design/flow/design.v
export SDC_FILE = /design/flow/constraint.sdc
export NUM_CORES = 4
export LEC_CHECK = 1
export CORE_AREA = 10 10 70 70
export DIE_AREA = 0 0 80 80
==> flow/constraint.sdc <==
current_design v_counter

set clk_period 1.9
set clk_io_pct 0.2

create_clock -name clk0 -period $clk_period [get_ports {clk}]

set non_clock_inputs [all_inputs -no_clocks]
set_input_delay [expr $clk_period * $clk_io_pct] -clock clk0 $non_clock_inputs
set_output_delay [expr $clk_period * $clk_io_pct] -clock clk0 [all_outputs]
==> results.sh <==
# yosys + openroad results
export IMPL_rsz_0062_raised_after_global_routing="false"
export IMPL_outcome="completed"
export IMPL_ys_top_cells_by_area="edfxtp_1 56%, a211oi_1 5.6%, or3_1 4.7%"
export IMPL_timing_hold_worst_class="flip-flop to flip-flop"
export IMPL_fillerInstances=377
export IMPL_placement_setup_worst_slack_ns=0.309
export IMPL_routedWlPerCell_um=10.9
export IMPL_synth_avg_cell_area_um2=11.3
export IMPL_maximum_number_of_pins_on_one_net_before_global_route_repair=11
export IMPL_placedCellCount=104
export IMPL_clock_latency_ns=0.26
export IMPL_port_buffers=11
export IMPL_top_register="v_count"
export IMPL_post_cts_buffers=0
export IMPL_yosys_cells=47
export IMPL_detail_route_wirelength_um=1160
export IMPL_post_cts_resized_instances=0
export IMPL_fp_utilization_pct=15.6
export IMPL_total_leakage_power_nw=0.217
export IMPL_irDropWorstVdd_mv=0.287
export IMPL_cts_sink_count=10
export IMPL_chip_area_um2=6400
export IMPL_fin_crit_ns=1.62
export IMPL_crit_path_start_kind="flip-flop"
export IMPL_ant_nets=0
export IMPL_postPlaceCellArea_um2=703
export IMPL_timing_final_max_slew_violations=0
export IMPL_globalRouteOverflowTotal=0
export IMPL_post_synth_top_area_cell="edfxtp_1"
export IMPL_largest_register_ff_count=10
export IMPL_worst_ep_required_time_ns=1.52
export IMPL_relative_contribution_of_sequential_cells_to_total_power_pct=57.9
export IMPL_die_h_um=80
export IMPL_area_sequential_um2=300
export IMPL_critical_path_max_stage_delay_ns=0.52
export IMPL_crit_type="flip-flop to output port"
export IMPL_cts_root_buffer="clkbuf_4"
export IMPL_cts_buffer_depth=2
export IMPL_finalSetupTns_ns=0
export IMPL_post_synth_top_area_fraction_pct=56.5
export IMPL_fin_worst_skew_ns=0.00513
export IMPL_syn_area_um2=532
export IMPL_drt_drc_violations_left=0
export IMPL_io_pins=12
export IMPL_largest_registers="v_count: 10 flops"
export IMPL_cp_arrival_ns=1.24
export IMPL_timing_final_ws_setup_ns=0.279
export IMPL_max_freq_ghz=0.617
export IMPL_cellPowerDensity_nw_per_um2=657
export IMPL_floorplan_die_width_um=80
export IMPL_cts_made_buffers=3
export IMPL_placementRows=21
export IMPL_antenna_found_initial=0
export IMPL_endpoint_class_of_the_critical_path="output port"
export IMPL_maxCapViolations=0
export IMPL_final_hold_violation_count=0
export IMPL_cellInternalPower_mw=0.368
export IMPL_worstPathCellList="clkdlybuf4s50_1"
export IMPL_finalSetupViolations=0
export IMPL_worst_slew_margin_rel_pct=72.9
export IMPL_path_max_fanout=6
export IMPL_grt_pass1_vias=395
export IMPL_grt_usage_pct=3.53
export IMPL_clk_pin_slew_ns=0.06
export IMPL_synth_warning_count=1
export IMPL_layout_cell_area_non_filler_um2=726
export IMPL_vias_per_cell=3.88
export IMPL_hpwl_um=896
export IMPL_htree_levels=1
export IMPL_area_growth_syn_to_layout_pct=36.5
export IMPL_global_route_wire_length_before_repair_um=1820
export IMPL_tool_warnings=25
export IMPL_comb_power_share_pct=12.8
export IMPL_synthCells=47
export IMPL_ys_seq_elements=10
export IMPL_worst_slew_pin_slew_ns=0.407
export IMPL_number_of_diodes_added_for_antenna_fixing=0
export IMPL_tritoncts="built"
export IMPL_synth_seq_area_share_pct=56.5
export IMPL_synth_chip_area_um2=532
export IMPL_cts_hold_fix_buffers=0
export IMPL_dr_total_vias=415
export IMPL_drive_above_1_share_pct=9.84
export IMPL_timing_critical_path_slowest_stage_cell="clkdlybuf4s50_1"
export IMPL_place_congestion=0.815
export IMPL_critPathTopFamily="buffers and inverters"
export IMPL_floorplan_core_area_um2=3420
export IMPL_clock_power_share_pct=29.3
export IMPL_regToRegSetupSlack_ns=0.34
export IMPL_detailedRoute_firstPassIterationCount=4
export IMPL_post_route_fraction_of_the_period_consumed_by_the_critical_path_pct=85.3
export IMPL_comb_area_um2=213
export IMPL_p_switching_mw=0.108
export IMPL_netSwitchingFraction_pct=22.7
export IMPL_synth_cell_types=20
export IMPL_post_layout_nonfiller_instances=107
export IMPL_worstPathBufferInverterCount=1
export IMPL_utilization_pct=21.2
export IMPL_detail_route_iter0_violations=9
## layer usage
| layer | GRT usage, % | share of wire (%) |
|---|---|---|
| met1 | 4.38 | 46 |
| met2 | 5.46 | 48 |
| met3 | 1.70 | 5.6 |
| met4 | 0.704 | 0.69 |
| met5 | 0 | 0 |
## power by group through the flow
stage         Combinational (mW)  Sequential, mW  Clock, mW
global route              0.0684           0.279      0.158
CTS                       0.0631           0.276      0.146
finish                    0.0610           0.276      0.140
## worst paths after layout
kind	start	endpoint	cells past startpoint
setup / recovery	v_count[2]$_SDFFCE_PN0P_	v_count[2]	1
setup reg to reg	v_count[0]$_SDFFCE_PN0P_	v_count[8]$_SDFFCE_PN0P_	4
hold reg to reg	v_count[9]$_SDFFCE_PN0P_	v_count[5]$_SDFFCE_PN0P_	1
hold / removal	v_count[9]$_SDFFCE_PN0P_	v_count[5]$_SDFFCE_PN0P_	1
## cells in the mapped netlist
cell type	instances
o21ai_0	4
clkbuf_1	1
xnor2_1	2
clkinv_1	1
ha_1	1
nor3b_1	2
edfxtp_1	10
a21oi_1	1
nand4_1	2
a21oi_2	1
inv_1	3
xor2_1	1
o31ai_1	1
nand3_2	1
nand3_1	2
or3_1	4
nor4_1	1
a211oi_1	4
nand2_1	1
nor3_1	4
## final cells by class
cell class / count / area share, %
Tap cell: 46 / 7.93
Timing Repair Buffer: 12 / 16.2
Inverter: 4 / 2.07
Multi-Input combinational cell: 32 / 29.3
Clock buffer: 3 / 3.10
Sequential cell: 10 / 41.4
## cells by family (layout without fill, tap and decap cells)
| family | count (synthesis) | in the layout | share of synthesized area (%) |
|---|---|---|---|
| compound gates | 11 | 11 | 13.4 |
| xor+xnor | 3 | 3 | 4.94 |
| fa+ha+maj | 1 | 1 | 2.35 |
| buf+inv | 5 | 19 | 3.53 |
| flops | 10 | 10 | 56.5 |
| simple gates | 17 | 17 | 19.3 |
## metrics by stage
stage	power, mW	hold WS [ns]
2_1_floorplan	0.304	0.538
3_3_place_gp	0.342	0.594
3_5_place_dp	0.344	0.602
4_1_cts	0.485	0.611
5_1_grt	0.505	0.647
6_report	0.477	0.607
## cells in the final DEF, fill, tap and decap left out, types with 3 or more instances in the layout
cell type and n:
clkbuf_4 3, o21ai_0 4, clkdlybuf4s50_1 11, inv_1 3, or3_1 4, a211oi_1 4, nor3_1 4, edfxtp_1 10
Power is estimated from default activity; no workload was simulated.
