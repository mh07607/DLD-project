==> /design/flow/design.v <==
`timescale 1ns / 1ps
module h_counter(clk,h_count,trig_v);
    input clk;
    output [9:0] h_count;
    output trig_v;
    reg [9:0] h_count;
    reg trig_v;
    initial begin
        h_count <= 0;
        trig_v <= 0;
    end
    always @ (posedge clk)
    begin
        if (h_count < 799)
        begin
            h_count <= h_count + 1;
            trig_v <= 1'b0;       
        end
        else 
        begin
            trig_v <= 1'b1;
            h_count <= 0;        
        end
    end
endmodule
==> /design/flow/run.sh <==
#!/bin/bash
# OpenROAD 26Q1-2900-gdf79404cd8, Yosys 0.63+post, stock flow scripts
make -C /OpenROAD-flow-scripts/flow DESIGN_CONFIG=/design/flow/config.mk WORK_HOME=/design/flow/orfs finish
==> /design/flow/config.mk <==
export PLATFORM = sky130hd
export DESIGN_NAME = h_counter
export DESIGN_NICKNAME = h_counter
export VERILOG_FILES = /design/flow/design.v
export SDC_FILE = /design/flow/constraint.sdc
export NUM_CORES = 4
export LEC_CHECK = 1
export CORE_AREA = 10 10 70 70
export DIE_AREA = 0 0 80 80
==> /design/flow/constraint.sdc <==
current_design h_counter

set clk_period 1.7
set clk_io_pct 0.2

create_clock -name clk0 -period $clk_period [get_ports {clk}]

set non_clock_inputs [all_inputs -no_clocks]
set_input_delay [expr $clk_period * $clk_io_pct] -clock clk0 $non_clock_inputs
set_output_delay [expr $clk_period * $clk_io_pct] -clock clk0 [all_outputs]
==> out/results.ini <==
[setup_path]
critPathMaxFanout=8
required_ns=1.36
critPathArrivalTime_ns=1.24
cp_top_family=buffers and inverters
critPathCaptureType=output pin
critPathKind=reg -> out
critPathLaunchType=flop
max_stage_delay_ns=0.52
worst-path-buf-inv=1
crit_chain=clkdlybuf4s50_1
worst_path_max_delay_cell=clkdlybuf4s50_1

[cts]
postCtsSetupBuffers=0
cts_buffers=3
clk_pin_slew_ns=0.07
htreeDepth=1
cts_tree=built
ctsResizeCount=0
clock_latency_ns=0.26
clk_path_buf_depth=2
root_buffer=clkbuf_4
cts_hold_buffers=0
clkSinkCount=11

[logic_synthesis]
syn-instance-count=49
edf_count=0
yosys_area_um2=452
syn_avg_cell_area_um2=9.22
synthFlopType=dfxtp_1
ys_seq_share_pct=48.8
yosysCellCount=49
synth-seq-cells=11
synthArstFlopShare_pct=0
synth_warnings=1
netlist_area_um2=452
ys_types=20

[global_route]
grt_pass1_vias=406
grt_overflow=0
antenna_found_initial=0
grtUsageTotal_pct=3.59
grt_max_degree=9
grt_pass1_wl_um=1890

[pwr]
finalPower_uw=430
switchingPower_uw=82.2
vdd_drop_max_uv=140
seqPwrFrac_pct=59.8
cellPowerDensity_nw_per_um2=659
intPower_uw=348
netSwitchingFraction_pct=19.1
power_frac_comb_pct=0
p_leak_uw=0.000208
pwr-share-clk_pct=40.2

[drt]
routed_wl_um=1070
first_pass_iters=4
num_antenna_cells=0
remaining_drc_errors=0
drtIter0Drc=29
viasPerCell=3.84
antenna_left=0
routedWlPerCell_um=9.66
num_vias=426

[timing]
finalHoldViolations=0
rsz0062_at_grt=no
relSlewSlack_pct=79.6
fmax_ghz=0.634
setup_viol_count_final=0
final.period_utilization_pct=92.8
post-route-min-period_ns=1.58
worstMarginPinSlew_ns=0.303
finalSetupTns_ns=0
finalClockSkew_ns=0.00247
slew_violations=0
finalHoldWorstSlack_ns=0.489

[die]
io-pin-count=12
chipArea_um2=6400
dieHeight_um=80
core_um2=3420
dieWidth_um=80
row_count=21
fp_util_pct=13.2

[run]
tool_warnings=25
cap_viol_max_count=0

[placed_design]
dp_hpwl_um=847
place.gp.congestion=0.800
port_buffers=11
placed_cells=107

[cells_and_area]
syn_to_final_growth_pct=44.6
drive_gt1_share_pct=7.69
final_cells=111
final_util_pct=19.1

[worst_hold_path]
hold_path_class=reg -> reg

[run_status]
status=complete, no violations

worst paths after layout:
| path | startpoint | endpoint | slack, ns | depth (start not counted) |
|---|---|---|---|---|
| setup / recovery | h_count[8]$_SDFF_PP0_ | h_count[8] | 0.12 | 1 |
| hold / removal | h_count[0]$_SDFF_PP0_ | h_count[0]$_SDFF_PP0_ | 0.49 | 1 |
| setup reg to reg | h_count[0]$_SDFF_PP0_ | h_count[0]$_SDFF_PP0_ | 0.19 | 5 |
| hold reg to reg | h_count[0]$_SDFF_PP0_ | h_count[0]$_SDFF_PP0_ | 0.49 | 1 |
routing by layer:
layer	vias up	GRT usage, %	wire length [um]
met1	196	4.60	485
li1	215	-	-
met4	0	0.528	0
met3	0	2.16	129
met2	15	5.14	457
met5	-	0	0
final cells by class:
type	instances	area, um2
clock buffer	4	26.3
sequential	11	220
tap	46	57.6
timing repair buffer	12	118
multi-input combinational	35	220
inverter	3	11.3
fill	390	2760
flip-flops by register name, summed over array words and instances (netlist names):
signal,count
trig_v,1
h_count,10
power groups by stage:
stage | Combinational (uW) | Clock (uW) | Sequential, uW
finish | 0.000104 | 173 | 257
global route | 0.000104 | 196 | 257
CTS | 0.000104 | 180 | 257
placed cells by master (no fill, tap or decap), types with 2 or more instances in the layout:
cell and n:
nor2_1 3, clkbuf_4 3, a31oi_1 3, o311ai_0 2, nand2_1 7, xor2_1 2, dfxtp_1 11, nand3_1 4
nand4_1 2, clkdlybuf4s50_1 11, or4_1 2, inv_1 3
synth_stat cells, types with 2 or more instances:
| library cell | number | area [um2] |
|---|---|---|
| dfxtp_1 | 11 | 220 |
| nand2_1 | 7 | 26.3 |
| nand3_1 | 4 | 20.0 |
| a31oi_1 | 3 | 18.8 |
| inv_1 | 3 | 11.3 |
| nor2_1 | 3 | 11.3 |
| nand4_1 | 2 | 12.5 |
| o311ai_0 | 2 | 17.5 |
| or4_1 | 2 | 15.0 |
| xor2_1 | 2 | 17.5 |
kinds of logic after synthesis:
group | Yosys count | synth area share (%)
adders and majority gates | 1 | 2.77
AOI/OAI and AO/OA | 10 | 16.6
and+or+nand+nor | 21 | 23.5
DFF | 11 | 48.8
xor gates and xnor gates | 3 | 5.82
buffers and inverters | 3 | 2.49
stage by stage:
step | setup slack [ns] | instance area, um2
floorplan | 0.305 | 452
global placement | 0.242 | 627
detailed placement | 0.210 | 627
CTS | 0.109 | 653
global route | 0.0263 | 653
finish | 0.123 | 653
worst register-to-register path: cells and delay by family (launching register included):
family / cells / cell delay [ns]
AOI/OAI and AO/OA: 1 / 0.36
adders and majority gates: 1 / 0.22
buffers and inverters: 1 / 0.19
DFF: 1 / 0.39
and+or+nand+nor: 2 / 0.25
No activity file was given, so power comes from the tool's default toggle rates.
