File: ./run.sh
#!/bin/bash
# OpenROAD 26Q1-2900-gdf79404cd8, Yosys 0.63+post, stock flow scripts
make -C /OpenROAD-flow-scripts/flow DESIGN_CONFIG=/design/flow/config.mk WORK_HOME=/design/flow/orfs finish
File: ./config.mk
export PLATFORM = sky130hd
export DESIGN_NAME = pixel_gen
export DESIGN_NICKNAME = pixel_gen
export VERILOG_FILES = /design/flow/design.v
export SDC_FILE = /design/flow/constraint.sdc
export NUM_CORES = 4
export LEC_CHECK = 1
export CORE_AREA = 10 10 98 98
export DIE_AREA = 0 0 108 108
File: ./constraint.sdc
current_design pixel_gen

set clk_period 5.2
set clk_io_pct 0.2

create_clock -name clk0 -period $clk_period [get_ports {clk_d}]

set non_clock_inputs [all_inputs -no_clocks]
set_input_delay [expr $clk_period * $clk_io_pct] -clock clk0 $non_clock_inputs
set_output_delay [expr $clk_period * $clk_io_pct] -clock clk0 [all_outputs]
File: ./design.v
`timescale 1ns / 1ps
module pixel_gen( 
input clk_d,
input [9:0] pixel_x,
input [9:0] pixel_y,
input video_on,
input [1:0] p1,p2,p3,p4,p5,p6,p7,p8,p9, p10, p11, p12, p13, p14, p15, p16,
input [3:0] select_position,
output reg [3:0] red=0,
output reg [3:0] green=0,
output reg [3:0] blue=0
);
always @(posedge clk_d)
begin
if((pixel_x<=160) && (pixel_x>=0) && (pixel_y >=0) && (pixel_y <=120))
begin
    if(select_position == 4'b0000) begin
        red <= video_on ? 4'h0 : 4'h0;
        blue <= video_on ? 4'hF: 4'h0;
        green <= video_on ? 4'h0: 4'h0;
    end
    else if(p1 == 2'b01)
    begin
       red <= video_on ? 4'h0 : 4'h0;
       blue <= video_on ? 4'h0: 4'h0;
       green <= video_on ? 4'hF: 4'h0;
    end 
    else if(p1 == 2'b10)
    begin
       red <= video_on ? 4'hF : 4'h0;
       blue <= video_on ? 4'h0: 4'h0;
       green <= video_on ? 4'h0: 4'h0;
    end 
    else
    begin
       red <= video_on ? 4'hF : 4'h0;
       blue <= video_on ? 4'hF: 4'h0;
       green <= video_on ? 4'hF: 4'h0;
    end
 end
 else if((pixel_x<=320) && (pixel_x>=161) && (pixel_y >=0) && (pixel_y <=120))
begin
    if(select_position == 4'b0001) begin
        red <= video_on ? 4'h0 : 4'h0;
        blue <= video_on ? 4'hF: 4'h0;
        green <= video_on ? 4'h0: 4'h0;
    end
    else if(p2 == 2'b01)
    begin
       red <= video_on ? 4'h0 : 4'h0;
       blue <= video_on ? 4'h0: 4'h0;
       green <= video_on ? 4'hF: 4'h0;
    end 
    else if(p2 == 2'b10)
    begin
       red <= video_on ? 4'hF : 4'h0;
       blue <= video_on ? 4'h0: 4'h0;
       green <= video_on ? 4'h0: 4'h0;
    end 
    else
    begin
       red <= video_on ? 4'h0 : 4'h0;
       blue <= video_on ? 4'h0: 4'h0;
       green <= video_on ? 4'h0: 4'h0;
    end
 end
  else if((pixel_x<=480) && (pixel_x>=321) && (pixel_y >=0) && (pixel_y <=120))
begin
    if(select_position == 4'b0010) begin
        red <= video_on ? 4'h0 : 4'h0;
        blue <= video_on ? 4'hF: 4'h0;
        green <= video_on ? 4'h0: 4'h0;
    end
    else if(p3 == 2'b01)
    begin
       red <= video_on ? 4'h0 : 4'h0;
       blue <= video_on ? 4'h0: 4'h0;
       green <= video_on ? 4'hF: 4'h0;
    end 
    else if(p3 == 2'b10)
    begin
       red <= video_on ? 4'hF : 4'h0;
       blue <= video_on ? 4'h0: 4'h0;
       green <= video_on ? 4'h0: 4'h0;
    end 
    else
    begin
       red <= video_on ? 4'hF : 4'h0;
       blue <= video_on ? 4'hF: 4'h0;
       green <= video_on ? 4'hF: 4'h0;
    end 
 end
   else if((pixel_x<=639) && (pixel_x>=481) && (pixel_y >=0) && (pixel_y <=120))
begin
    if(select_position == 4'b0011) begin
        red <= video_on ? 4'h0 : 4'h0;
        blue <= video_on ? 4'hF: 4'h0;
        green <= video_on ? 4'h0: 4'h0;
    end
    else if(p4 == 2'b01)
    begin
       red <= video_on ? 4'h0 : 4'h0;
       blue <= video_on ? 4'h0: 4'h0;
       green <= video_on ? 4'hF: 4'h0;
    end 
    else if(p4 == 2'b10)
    begin
       red <= video_on ? 4'hF : 4'h0;
       blue <= video_on ? 4'h0: 4'h0;
       green <= video_on ? 4'h0: 4'h0;
    end 
    else
    begin
       red <= video_on ? 4'h0 : 4'h0;
       blue <= video_on ? 4'h0: 4'h0;
       green <= video_on ? 4'h0: 4'h0;
    end
 end
else if((pixel_x<=160) && (pixel_x>=0) && (pixel_y >=121) && (pixel_y <=240))
begin
    if(select_position == 4'b0100) begin
        red <= video_on ? 4'h0 : 4'h0;
        blue <= video_on ? 4'hF: 4'h0;
        green <= video_on ? 4'h0: 4'h0;
    end
    else if(p5 == 2'b01)
    begin
       red <= video_on ? 4'h0 : 4'h0;
       blue <= video_on ? 4'h0: 4'h0;
       green <= video_on ? 4'hF: 4'h0;
    end 
    else if(p5 == 2'b10)
    begin
       red <= video_on ? 4'hF : 4'h0;
       blue <= video_on ? 4'h0: 4'h0;
       green <= video_on ? 4'h0: 4'h0;
    end 
    else
    begin
       red <= video_on ? 4'h0 : 4'h0;
       blue <= video_on ? 4'h0: 4'h0;
       green <= video_on ? 4'h0: 4'h0;
    end
 end
 else if((pixel_x<=320) && (pixel_x>=161) && (pixel_y >= 121) && (pixel_y <=240))
begin
    if(select_position == 4'b0101) begin
        red <= video_on ? 4'h0 : 4'h0;
        blue <= video_on ? 4'hF: 4'h0;
        green <= video_on ? 4'h0: 4'h0;
    end
    else if(p6 == 2'b01)
    begin
       red <= video_on ? 4'h0 : 4'h0;
       blue <= video_on ? 4'h0: 4'h0;
       green <= video_on ? 4'hF: 4'h0;
    end 
    else if(p6 == 2'b10)
    begin
       red <= video_on ? 4'hF : 4'h0;
       blue <= video_on ? 4'h0: 4'h0;
       green <= video_on ? 4'h0: 4'h0;
    end 
    else
    begin
       red <= video_on ? 4'hF : 4'h0;
       blue <= video_on ? 4'hF: 4'h0;
       green <= video_on ? 4'hF: 4'h0;
    end
 end
  else if((pixel_x<=480) && (pixel_x>=321) && (pixel_y >= 121) && (pixel_y <=240))
begin
    if(select_position == 4'b0110) begin
        red <= video_on ? 4'h0 : 4'h0;
        blue <= video_on ? 4'hF: 4'h0;
        green <= video_on ? 4'h0: 4'h0;
    end
    else if(p7 == 2'b01)
    begin
       red <= video_on ? 4'h0 : 4'h0;
       blue <= video_on ? 4'h0: 4'h0;
       green <= video_on ? 4'hF: 4'h0;
    end 
    else if(p7 == 2'b10)
    begin
       red <= video_on ? 4'hF : 4'h0;
       blue <= video_on ? 4'h0: 4'h0;
       green <= video_on ? 4'h0: 4'h0;
    end 
    else
    begin
       red <= video_on ? 4'h0 : 4'h0;
       blue <= video_on ? 4'h0: 4'h0;
       green <= video_on ? 4'h0: 4'h0;
    end 
 end
   else if((pixel_x<=639) && (pixel_x>=481) && (pixel_y >=121) && (pixel_y <=240))
begin
    if(select_position == 4'b0111) begin
        red <= video_on ? 4'h0 : 4'h0;
        blue <= video_on ? 4'hF: 4'h0;
        green <= video_on ? 4'h0: 4'h0;
    end
    else if(p8 == 2'b01)
    begin
       red <= video_on ? 4'h0 : 4'h0;
       blue <= video_on ? 4'h0: 4'h0;
       green <= video_on ? 4'hF: 4'h0;
    end 
    else if(p8 == 2'b10)
    begin
       red <= video_on ? 4'hF : 4'h0;
       blue <= video_on ? 4'h0: 4'h0;
       green <= video_on ? 4'h0: 4'h0;
    end 
    else
    begin
       red <= video_on ? 4'hF : 4'h0;
       blue <= video_on ? 4'hF: 4'h0;
       green <= video_on ? 4'hF: 4'h0;
    end
 end
 if((pixel_x<=160) && (pixel_x>=0) && (pixel_y >=241) && (pixel_y <=360))
begin
    if(select_position == 4'b1000) begin
        red <= video_on ? 4'h0 : 4'h0;
        blue <= video_on ? 4'hF: 4'h0;
        green <= video_on ? 4'h0: 4'h0;
    end
    else if(p9 == 2'b01)
    begin
       red <= video_on ? 4'h0 : 4'h0;
       blue <= video_on ? 4'h0: 4'h0;
       green <= video_on ? 4'hF: 4'h0;
    end 
    else if(p9 == 2'b10)
    begin
       red <= video_on ? 4'hF : 4'h0;
       blue <= video_on ? 4'h0: 4'h0;
       green <= video_on ? 4'h0: 4'h0;
    end 
    else
    begin
       red <= video_on ? 4'hF : 4'h0;
       blue <= video_on ? 4'hF: 4'h0;
       green <= video_on ? 4'hF: 4'h0;
    end
 end
 else if((pixel_x<=320) && (pixel_x>=161) && (pixel_y >=241) && (pixel_y <=360))
begin
    if(select_position == 4'b1001) begin
        red <= video_on ? 4'h0 : 4'h0;
        blue <= video_on ? 4'hF: 4'h0;
        green <= video_on ? 4'h0: 4'h0;
    end
    else if(p10 == 2'b01)
    begin
       red <= video_on ? 4'h0 : 4'h0;
       blue <= video_on ? 4'h0: 4'h0;
       green <= video_on ? 4'hF: 4'h0;
    end 
    else if(p10 == 2'b10)
    begin
       red <= video_on ? 4'hF : 4'h0;
       blue <= video_on ? 4'h0: 4'h0;
       green <= video_on ? 4'h0: 4'h0;
    end 
    else
    begin
       red <= video_on ? 4'h0 : 4'h0;
       blue <= video_on ? 4'h0: 4'h0;
       green <= video_on ? 4'h0: 4'h0;
    end
 end
  else if((pixel_x<=480) && (pixel_x>=321) && (pixel_y >=241) && (pixel_y <=360))
begin
    if(select_position == 4'b1010) begin
        red <= video_on ? 4'h0 : 4'h0;
        blue <= video_on ? 4'hF: 4'h0;
        green <= video_on ? 4'h0: 4'h0;
    end
    else if(p11 == 2'b01)
    begin
       red <= video_on ? 4'h0 : 4'h0;
       blue <= video_on ? 4'h0: 4'h0;
       green <= video_on ? 4'hF: 4'h0;
    end 
    else if(p11 == 2'b10)
    begin
       red <= video_on ? 4'hF : 4'h0;
       blue <= video_on ? 4'h0: 4'h0;
       green <= video_on ? 4'h0: 4'h0;
    end 
    else
    begin
       red <= video_on ? 4'hF : 4'h0;
       blue <= video_on ? 4'hF: 4'h0;
       green <= video_on ? 4'hF: 4'h0;
    end 
 end
   else if((pixel_x<=639) && (pixel_x>=481) && (pixel_y >=241) && (pixel_y <=360))
begin
    if(select_position == 4'b1011) begin
        red <= video_on ? 4'h0 : 4'h0;
        blue <= video_on ? 4'hF: 4'h0;
        green <= video_on ? 4'h0: 4'h0;
    end
    else if(p12 == 2'b01)
    begin
       red <= video_on ? 4'h0 : 4'h0;
       blue <= video_on ? 4'h0: 4'h0;
       green <= video_on ? 4'hF: 4'h0;
    end 
    else if(p12 == 2'b10)
    begin
       red <= video_on ? 4'hF : 4'h0;
       blue <= video_on ? 4'h0: 4'h0;
       green <= video_on ? 4'h0: 4'h0;
    end 
    else
    begin
       red <= video_on ? 4'h0 : 4'h0;
       blue <= video_on ? 4'h0: 4'h0;
       green <= video_on ? 4'h0: 4'h0;
    end
 end
 if((pixel_x<=160) && (pixel_x>=0) && (pixel_y >=361) && (pixel_y <=479))
begin
    if(select_position == 4'b1100) begin
        red <= video_on ? 4'h0 : 4'h0;
        blue <= video_on ? 4'hF: 4'h0;
        green <= video_on ? 4'h0: 4'h0;
    end
    else if(p13 == 2'b01)
    begin
       red <= video_on ? 4'h0 : 4'h0;
       blue <= video_on ? 4'h0: 4'h0;
       green <= video_on ? 4'hF: 4'h0;
    end 
    else if(p13 == 2'b10)
    begin
       red <= video_on ? 4'hF : 4'h0;
       blue <= video_on ? 4'h0: 4'h0;
       green <= video_on ? 4'h0: 4'h0;
    end 
    else
    begin
       red <= video_on ? 4'h0 : 4'h0;
       blue <= video_on ? 4'h0: 4'h0;
       green <= video_on ? 4'h0: 4'h0;
    end
 end
 else if((pixel_x<=320) && (pixel_x>=161) && (pixel_y >= 361) && (pixel_y <=479))
begin
    if(select_position == 4'b1101) begin
        red <= video_on ? 4'h0 : 4'h0;
        blue <= video_on ? 4'hF: 4'h0;
        green <= video_on ? 4'h0: 4'h0;
    end
    else if(p14 == 2'b01)
    begin
       red <= video_on ? 4'h0 : 4'h0;
       blue <= video_on ? 4'h0: 4'h0;
       green <= video_on ? 4'hF: 4'h0;
    end 
    else if(p14 == 2'b10)
    begin
       red <= video_on ? 4'hF : 4'h0;
       blue <= video_on ? 4'h0: 4'h0;
       green <= video_on ? 4'h0: 4'h0;
    end 
    else
    begin
       red <= video_on ? 4'hF : 4'h0;
       blue <= video_on ? 4'hF: 4'h0;
       green <= video_on ? 4'hF: 4'h0;
    end
 end
  else if((pixel_x<=480) && (pixel_x>=321) && (pixel_y >= 361) && (pixel_y <=479))
begin
    if(select_position == 4'b1110) begin
        red <= video_on ? 4'h0 : 4'h0;
        blue <= video_on ? 4'hF: 4'h0;
        green <= video_on ? 4'h0: 4'h0;
    end
    else if(p15 == 2'b01)
    begin
       red <= video_on ? 4'h0 : 4'h0;
       blue <= video_on ? 4'h0: 4'h0;
       green <= video_on ? 4'hF: 4'h0;
    end 
    else if(p15 == 2'b10)
    begin
       red <= video_on ? 4'hF : 4'h0;
       blue <= video_on ? 4'h0: 4'h0;
       green <= video_on ? 4'h0: 4'h0;
    end 
    else
    begin
       red <= video_on ? 4'h0 : 4'h0;
       blue <= video_on ? 4'h0: 4'h0;
       green <= video_on ? 4'h0: 4'h0;
    end 
 end
   else if((pixel_x<=639) && (pixel_x>=481) && (pixel_y >=361) && (pixel_y <=479))
begin
    if(select_position == 4'b1111) begin
        red <= video_on ? 4'h0 : 4'h0;
        blue <= video_on ? 4'hF: 4'h0;
        green <= video_on ? 4'h0: 4'h0;
    end
    else if(p16 == 2'b01)
    begin
       red <= video_on ? 4'h0 : 4'h0;
       blue <= video_on ? 4'h0: 4'h0;
       green <= video_on ? 4'hF: 4'h0;
    end 
    else if(p16 == 2'b10)
    begin
       red <= video_on ? 4'hF : 4'h0;
       blue <= video_on ? 4'h0: 4'h0;
       green <= video_on ? 4'h0: 4'h0;
    end 
    else
    begin
       red <= video_on ? 4'hF : 4'h0;
       blue <= video_on ? 4'hF: 4'h0;
       green <= video_on ? 4'hF: 4'h0;
    end
 end
end
endmodule
==> flow_summary_export.csv <==
group,metric,value,unit
clock_tree,cts.htree.levels,1,
global_routing,grt_first_pass_wirelength,10700,um
detailed_routing,vias_per_cell,5.37,
yosys,mean_post_synth_cell_area,6.63,um2
sta,timing_hold_violations_final,0,
detailed_routing,detail_route.iter0.violations,125,
final_layout,fillCellCount,805,
final_layout,final_cell_count_no_fill,409,
detailed_routing,drtAntennaViolNets,0,
worst_setup_path,worst_setup_path_end_kind,"flip-flop",
min_path,min-delay-path-class,"in -> reg",
yosys,edff_count_synth,3,
sta,headroom_to_the_max_slew_limit,45.0,%
sta,period_minus_slack,3.58,ns
global_routing,groute.usage.overall,10.9,%
yosys,async_set_or_reset_register_ratio_after_synthesis,0,%
clock_tree,clock_sinks,3,
place,placement.io_buffers,69,
yosys,syn_area,1700,um2
detailed_routing,via_count,2196,
clock_tree,cts.repair.resized,0,
yosys,netlist_instances,256,
place,placed_cells,405,
detailed_routing,drt_first_pass_iters,4,
final_layout,layout_top_cells_excl_fill_tap,"clkdlybuf4s50_1 (69), nand2_1 (19), a21oi_1 (18), o21ai_0 (18), inv_1 (17)",
sta,grt_setup_unrepaired,"no",
yosys,ys_warn_count,1,
pwr,power.leakage,0.795,nW
pwr,vdd_ir_drop_max,0.0000365,V
detailed_routing,detail_route.drc_violations,0,
detailed_routing,routed_wirelength,6520,um
place,post-dp-hpwl,5470,um
floorplanning,chip_area,11700,um2
clock_tree,worst_setup_hold_path_clk_slew,0.03,ns
yosys,ys_cells,256,
global_routing,grt_start_max_net_pins,23,
worst_setup_path,critical_path_peak_fanout,15,
global_routing,vias_in_the_first_global_route,2196,
global_routing,overflow,0,
sta,max_slew.worst_pin.slew,0.813,ns
sta,max_clock_freq,279,MHz
detailed_routing,average_wire_length_per_cell_after_detail_routing,15.9,um
floorplanning,height_of_the_chip,108,um
worst_setup_path,critPathArrivalTime,3.53,ns
sta,slew_viol_final,0,
pwr,fin_total_pwr,286,uW
global_routing,antenna_found_initial,0,
pwr,powerDensity,118,nW/um2
clock_tree,clock_buffer_count_from_cts,3,
final_layout,layout_stage_area_growth_over_the_synthesis_result,43.4,%
final_layout,lay_top_count,"clkdlybuf4s50_1",
min_path,worstHoldPathCells,5,
sta,setup_total_negative_slack,0,ns
place,routabilityCongestion,0.932,
job,max_cap_viol_count,0,
sta,layout_worst_path_cycle_share,68.9,%
floorplanning,core_area,7650,um2
min_path,hold_path_startpoint,"p14[0]",
outcome,status,"complete, no violations",
sta,setup_viol,0,
worst_setup_path,crit_path_start_kind,"input port",
job,stage_log_warnings,25,
yosys,synth_top_flop_cell,"edfxtp_1",
clock_tree,cts_post_setup_buffers_inserted,0,
clock_tree,clock_root_buffer,"clkbuf_8",
clock_tree,cts.hold.buffers_added,0,
yosys,synth_cell_type_count,62,
worst_setup_path,critical_path_required,5.15,ns
final_layout,final_layout_size_suffix_gt1_share,5.54,%
sta,holdWs,1.70,ns
worst_setup_path,crit_path_from,"pixel_x[6]",
worst_setup_path,critPathKind,"in -> reg",
yosys,seq_area_frac_synth,5.31,%
floorplanning,row_count,32,
floorplanning,floorplan.initialDensity,22.2,%
detailed_routing,num_antenna_cells,0,
final_layout,finish.utilization,31.8,%
clock_tree,clock_tree_from_tritoncts,"done",
min_path,timing.hold.worst_endpoint,"green[2]$_DFFE_PP_",
floorplanning,die_w,108,um
floorplanning,design.portCount,70,
yosys,ys_ff,3,
clock_tree,max-clock-path-buffers,2,
yosys,synth.yosys.chip_area,1700,um2
-- worst max path at each step --
stage                                 to  slack (ns)  depth (start not counted)
final                 green[2]$_DFFE_PP_        1.62                          8
after global routing  green[2]$_DFFE_PP_        1.45                          8
after CTS             green[2]$_DFFE_PP_        1.62                          8
-- area by class of cell --
type	instances	area, um2	area share, %
Clock buffer	4	45.0	1.85
Inverter	17	63.8	2.62
Multi-Input combinational cell	213	1410	57.9
Sequential cell	3	90.1	3.70
Tap cell	102	128	5.24
Timing Repair Buffer	70	698	28.7
-- through the flow --
stage	setup WS [ns]	cell area [um2]
floorplan	2.24	1700
global placement	1.45	2390
detailed placement	1.39	2390
CTS	1.62	2430
global route	1.45	2430
finish	1.62	2430
-- synthesized netlist by cell type, drive strengths merged, types with 2 or more instances --
master	instances	area [um2]
o221ai	4	35.0
a211oi	6	50.1
a211o	2	17.5
inv	17	63.8
clkbuf	8	30.0
nand2b	9	56.3
a2111oi	3	32.5
a31oi	6	37.5
nor4	3	18.8
xor2	3	26.3
nor3b	7	52.6
a2bb2oi	3	26.3
xnor2	2	17.5
a221o	2	20.0
o21ai	20	100
or4b	2	23.8
nand3	10	50.1
nand2	19	71.3
a311oi	3	26.3
or2	2	12.5
o31a	2	17.5
o22ai	3	18.8
a21oi	19	98.9
nor3	11	71.3
nor2b	13	81.3
edfxtp	3	90.1
buf	15	104
a32oi	3	26.3
o32ai	6	52.6
a32o	2	20.0
and2	4	25.0
or3	3	23.8
o311ai	2	17.5
o31ai	3	36.3
or4	3	22.5
nor2	12	45.0
nand4	7	43.8
-- logic make-up (layout without fill, tap and decap cells) --
| family | Yosys count | after routing | share of synthesized area (%) |
|---|---|---|---|
| AND/OR/NAND/NOR | 106 | 106 | 35.6 |
| AND-OR/OR-AND | 102 | 102 | 44.9 |
| buffers and inverters | 40 | 91 | 11.6 |
| XOR/XNOR | 5 | 5 | 2.58 |
| flip-flops | 3 | 3 | 5.31 |
-- per-layer routing --
layer	wire length (um)	GRT usage (%)	part of all wire [%]
met5	0	0	0
met4	111	1.91	1.7
met2	3090	17.9	47
met1	2900	14.9	44
met3	427	1.63	6.5
-- critical path, stage by stage --
cell and delay, ns:
clkdlybuf4s50_1 0.51, nor3_1 0.28, a21oi_2 0.13, a211o_1 0.51
o32ai_1 0.49, a2111oi_2 0.08, a211oi_1 0.34, o31ai_1 0.14
-- flip-flops by register name, summed over array words and instances (netlist names) --
name and cells:
green 1, red 1, blue 1
-- power by group --
part           internal [mW]  switching (mW)  total [mW]  leakage [nW]
logic                 0.0994          0.0818       0.181         0.746
clock network         0.0524          0.0168      0.0692        0.0228
registers             0.0323         0.00370      0.0360        0.0268
total                  0.184           0.102       0.286         0.795
Power is estimated from default activity; no workload was simulated.
